==> ./design.v <==
package sparse_mac_pkg;
  localparam int VALUE_W = 16;
  localparam int INDEX_W = 16;
  localparam int DECODER_FIFO_DEPTH = 16;
  localparam int DECODER_OUTPUT_BUFFER_SIZE = 4;
  localparam int DECODER_BUFFER_FIFO_LATENCY = 3;
  localparam int NUM_DECODERS = 2;
  localparam int ACCUM_W = 32;
  typedef logic[VALUE_W-1:0] value_bus_t;
  typedef logic[INDEX_W-1:0] index_bus_t;
  typedef struct packed {
    logic done;
    value_bus_t value;
    index_bus_t skip;
  } sram_data_t;
  typedef struct packed {
    logic done;
    value_bus_t value;
    index_bus_t index;
  } decoder_data_t;
endpackage
module fifo_fwft_sync #(
    parameter int DATA_W = 16,          
    parameter int DEPTH  = 16           
)(
    input  logic               clk,
    input  logic               rst_n,       
    input  logic               wr_en,
    input  logic [DATA_W-1:0] wr_data,
    output logic               full,
    input  logic               rd_en,
    output logic [DATA_W-1:0] rd_data,
    output logic               empty
);
    logic [DATA_W-1:0] mem [0:DEPTH-1];
    logic [$clog2(DEPTH)-1:0] wr_ptr, rd_ptr;
    logic [$clog2(DEPTH):0]   fifo_count;   
    assign empty = (fifo_count == 0);
    assign full  = (fifo_count == DEPTH);
    assign rd_data = mem[rd_ptr];
    always_ff @(posedge clk or negedge rst_n) begin
        if (!rst_n) begin
            wr_ptr     <= '0;
        end else if (wr_en && !full) begin
            mem[wr_ptr] <= wr_data;
            wr_ptr      <= wr_ptr + 1;
        end
    end
    always_ff @(posedge clk or negedge rst_n) begin
        if (!rst_n) begin
            rd_ptr     <= '0;
            fifo_count <= '0;
        end else begin
            case ({wr_en && !full, rd_en && !empty})
                2'b10: fifo_count <= fifo_count + 1;  
                2'b01: fifo_count <= fifo_count - 1;  
                default: fifo_count <= fifo_count;    
            endcase
            if (rd_en && !empty)
                rd_ptr <= rd_ptr + 1;
        end
    end
endmodule
==> ./run.sh <==
#!/bin/bash
# OpenROAD 26Q1-2900-gdf79404cd8, Yosys 0.63+post, stock flow scripts
make -C /OpenROAD-flow-scripts/flow DESIGN_CONFIG=/design/flow/config.mk WORK_HOME=/design/flow/orfs finish
==> ./config.mk <==
export PLATFORM = sky130hd
export DESIGN_NAME = fifo_fwft_sync
export DESIGN_NICKNAME = fifo_fwft_sync
export VERILOG_FILES = /design/flow/design.v
export SDC_FILE = /design/flow/constraint.sdc
export NUM_CORES = 4
export LEC_CHECK = 1
export CORE_UTILIZATION = 30
==> ./constraint.sdc <==
current_design fifo_fwft_sync

set clk_period 3.8
set clk_io_pct 0.2

create_clock -name clk0 -period $clk_period [get_ports {clk}]

set non_clock_inputs [all_inputs -no_clocks]
set_input_delay [expr $clk_period * $clk_io_pct] -clock clk0 $non_clock_inputs
set_output_delay [expr $clk_period * $clk_io_pct] -clock clk0 [all_outputs]
==> GITHUB_STEP_SUMMARY <==
### Metrics collected by this job

| Metric | Value |
|---|---|
| Worst-Margin Slew | `0.690 ns` |
| Vias in the first global route | `6368` |
| Routed Wire Length | `roughly 25000 µm` |
| CP Data Arrival Time | `2.92 ns` |
| Final Max Slew Viols | `0` |
| Diodes inserted | `0` |
| Iteration-0 DRC Markers | `438` |
| Die y size | `190 µm` |
| Worst r2r src | `fifo_count[1]` |
| Tmin final | `3.68 ns` |
| Layout cells sized above 1 | `14.0%` |
| Area share, top type | `72.4%` |
| Antenna violations before repair | `1` |
| Yosys warning total | `2` |
| Register area share after synthesis | `between 70 and 80%` |
| Syn Inst Count | `652` |
| Largest net degree at the start of global routing | `40` |
| CTS tree | `done` |
| H-tree depth | `1` |
| Biggest area cells | `edfxtp_1 72%, dfrtp_1 3.1%, a22oi_1 2.6%` |
| Mapped Area | `10600 µm²` |
| FP Util | `30.6%` |
| Skew final | `between 0.007 and 0.008 ns` |
| Required time worst endpoint | `3.04 ns` |
| I/O Pins | `38` |
| Main synth FF type | `edfxtp_1` |
| Post-layout instance area | `about 13000 µm²` |
| Inserted Clock Buffers | `27` |
| GP Congestion | `approximately 0.79` |
| Setup crit end kind | `output port` |
| Final hold violation count | `0` |
| Detailed Routing Iterations Pass 1 | `5` |
| Max Buffers Root-to-Sink | `3` |
| DP HPWL | `15100 µm` |
| Vias per cell | `5.15` |
| Crit Path Max Fanout | `39` |
| Worst hold path type | `in2async` |
| EDFF count, synth | `roughly 260` |
| Worst vdd ir | `0.000349 V` |
| Status | `finished clean` |
| Syn Area/Cell | `16.3 µm²` |
| Routed wl met2 | `11700 µm` |
| Core box area | `34700 µm²` |
| FF/Latch Area | `8020 µm²` |
| Rows | `68` |
| Sink Count | `about 270` |
| Clk pin slew, worst setup/hold paths | `0.06 ns` |
| Root Buffer | `clkbuf_16` |
| Die area | `between 30000 and 40000 µm²` |
| Hold_ws | `approximately 0.50 ns` |
| OpenROAD warning count | `32` |
| Latency at later pin | `0.52 ns` |
| DRC errors left | `0` |
| Die X | `190 µm` |
| Commonest cells in the netlist | `256 x edfxtp_1, 37 x a22oi_1, 26 x nor2_1` |
| Met1 WL | `9510 µm` |
| Fill count | `about 3200` |
| Post-cts hold buffer count | `0` |
| Max_slew headroom | `53.9%` |
| Area delta synth->final | `18.9%` |
| Routed Antenna Nets | `0` |
| Kind of critical path | `reg2out` |
| FF+latch count, synth | `269` |
| Post-synth ARST share | `just under 5%` |
| Setup crit start | `rd_ptr[3]` |
| Max Clk Rate | `roughly 270 MHz` |
| Met3 Wirelength | `~3700 µm` |
| GRT Total Usage | `15.3%` |
| Startpoint class of the critical path | `flop` |
| Grt ovf | `0` |
| Finish-stage setup viols | `0` |
| Max-Cap Viols | `0` |
| Combinational Area | `2490 µm²` |
| Chip area in the Yosys report | `10600 µm²` |
| Final Power | `0.00919 W` |
| Final setup margin | `0.124 ns` |
| First-pass GRT wire length | `approximately 38000 µm` |
| Yosys cell count | `652` |
| Lkg Pwr | `4.05 nW` |
| Area post-placement | `around 12000 µm²` |
| PortBufs | `37` |
| Cycle use final | `96.7%` |
| Count leader, synth | `edfxtp_1` |
| PD cells | `~730 nW/µm²` |
| Synth cell types | `55` |
| Wire per inst | `21.4 µm` |
| Dpl ws | `just under 0.4 ns` |
| Via count | `6120` |
| Cell taking the most area after synthesis | `edfxtp_1` |
| Top routing layer used | `met5` |
## metrics by stage
step / TNS (ns) / std cells / utilization, %
after floorplan: 0 / 652 / -
after global placement: 0 / 1141 / 33.9
after detailed placement: 0 / 1141 / 33.9
after CTS: -0.0184 / 1186 / 36.1
after global routing: -0.0276 / 1189 / 36.4
final: 0 / 1189 / 36.4
## cell usage in the layout (no fill, tap or decap), types with 5 or more instances in the layout
| cell type | n |
|---|---|
| inv_1 | 9 |
| dfrtp_1 | 9 |
| mux2i_1 | 20 |
| a21oi_1 | 25 |
| xnor2_1 | 7 |
| ha_1 | 10 |
| o21ai_0 | 10 |
| nor2_1 | 14 |
| a2bb2oi_1 | 5 |
| o22ai_1 | 7 |
| a211o_1 | 6 |
| a211oi_1 | 19 |
| clkbuf_16 | 27 |
| buf_4 | 33 |
| clkinv_1 | 11 |
| buf_12 | 5 |
| clkdlybuf4s50_1 | 36 |
| nand2_1 | 20 |
| a221oi_1 | 15 |
| nand4_1 | 7 |
| nand3_1 | 21 |
| nor2_2 | 12 |
| a22oi_1 | 37 |
| a22o_1 | 21 |
| edfxtp_1 | 256 |
## what timing repair did
| action | 4_1_cts | 5_1_grt |
|---|---|---|
| pin swaps | 0 | 2 |
| endpoints found under the hold margin | 0 | 0 |
| gates resized | 4 | 13 |
| cloned | 0 | 0 |
| buffers inserted | 0 | 3 |
| endpoints found under the setup margin | 11 | 16 |
## state kept, by name (all words and copies together) (netlist names)
| name | flops |
|---|---|
| wr_ptr | 4 |
| mem | 256 |
| fifo_count | 5 |
| rd_ptr | 4 |
## final timing paths
kind / end / slack [ns] / depth (start not counted)
setup / recovery: rd_data[4] / 0.12 / 6
hold / removal: wr_ptr[1] / 0.50 / 1
setup reg to reg: fifo_count[4] / 0.87 / 8
hold reg to reg: fifo_count[0] / 0.54 / 1
max in group asynchronous: rd_ptr[3] / 2.83 / 2
min in group clk0: fifo_count[0] / 0.54 / 1
## cell type report
type	instances	area share (%)
well taps	455	4.51
multi-input cells	332	19.7
repair buffers	79	6.11
clock buffers	30	5.44
inverters	9	0.267
clock inverters	15	0.545
flip-flops and latches	269	63.5
## critical path: stages (launching register included)
cell and delay [ns]:
dfrtp_2 0.36, buf_4 0.39, nor2b_1 0.63, and3_1 0.27
a211oi_2 0.06, o21ai_0 0.14, clkdlybuf4s50_1 0.52
## metal layers
metal | up-vias | GRT usage [%]
met5 | - | 0
li1 | 2778 | -
met4 | 2 | 2.46
met3 | 39 | 10.4
met2 | 327 | 23.0
met1 | 2974 | 19.1
## where the power goes
part | internal [W] | switching, W | leakage (nW)
sequential | 0.00347 | 0.000157 | 2.46
clock | 0.00128 | 0.00103 | 0.358
combinational | 0.00145 | 0.00180 | 1.23
total | 0.00620 | 0.00298 | 4.05
## logic make-up after synthesis
logic type	synth area share, %
compound gates	13.1
xor+xnor	0.742
fa+ha+maj	1.60
buf+inv	2.14
flops	75.4
mux	2.10
simple gates	4.89
Power is estimated from default activity; no workload was simulated.

## design.v

```verilog
package sparse_mac_pkg;
  localparam int VALUE_W = 16;
  localparam int INDEX_W = 16;
  localparam int DECODER_FIFO_DEPTH = 16;
  localparam int DECODER_OUTPUT_BUFFER_SIZE = 4;
  localparam int DECODER_BUFFER_FIFO_LATENCY = 3;
  localparam int NUM_DECODERS = 2;
  localparam int ACCUM_W = 32;
  typedef logic[VALUE_W-1:0] value_bus_t;
  typedef logic[INDEX_W-1:0] index_bus_t;
  typedef struct packed {
    logic done;
    value_bus_t value;
    index_bus_t skip;
  } sram_data_t;
  typedef struct packed {
    logic done;
    value_bus_t value;
    index_bus_t index;
  } decoder_data_t;
endpackage
module fifo_sync #(
  parameter int DATA_W = 32,
  parameter int DEPTH  = 16
)(
  input  logic                 clk,
  input  logic                 rst_n,    
  input  logic                 wr_en,
  input  logic [DATA_W-1:0]    wr_data,
  output logic                 full,
  input  logic                 rd_en,
  output logic [DATA_W-1:0]    rd_data,
  output logic                 empty
);
  localparam int ADDR_W = $clog2(DEPTH);
  logic [DATA_W-1:0] mem [0:DEPTH-1];
  logic [ADDR_W-1:0] wr_ptr;
  logic [ADDR_W-1:0] rd_ptr;
  logic [ADDR_W:0]   count;    
  assign full  = (count == DEPTH);
  assign empty = (count == 0);
  always_ff @(posedge clk or negedge rst_n) begin
    if (!rst_n) begin
      wr_ptr <= '0;
    end else if (wr_en && !full) begin
      mem[wr_ptr] <= wr_data;
      if (wr_ptr == DEPTH-1)
        wr_ptr <= '0;
      else
        wr_ptr <= wr_ptr + 1'b1;
    end
  end
  always_ff @(posedge clk or negedge rst_n) begin
    if (!rst_n) begin
      rd_ptr  <= '0;
      rd_data <= '0;
    end else if (rd_en && !empty) begin
      rd_data <= mem[rd_ptr];
      if (rd_ptr == DEPTH-1)
        rd_ptr <= '0;
      else
        rd_ptr <= rd_ptr + 1'b1;
    end
  end
  always_ff @(posedge clk or negedge rst_n) begin
    if (!rst_n) begin
      count <= '0;
    end else begin
      case ({wr_en && !full, rd_en && !empty})
        2'b10: count <= count + 1'b1;   
        2'b01: count <= count - 1'b1;   
        default: count <= count;        
      endcase
    end
  end
endmodule
```

## run.sh

```bash
#!/bin/bash
# OpenROAD 26Q1-2900-gdf79404cd8, Yosys 0.63+post, stock flow scripts
make -C /OpenROAD-flow-scripts/flow DESIGN_CONFIG=/design/flow/config.mk WORK_HOME=/design/flow/orfs finish
```

## config.mk

```make
export PLATFORM = sky130hd
export DESIGN_NAME = fifo_sync
export DESIGN_NICKNAME = fifo_sync
export VERILOG_FILES = /design/flow/design.v
export SDC_FILE = /design/flow/constraint.sdc
export NUM_CORES = 4
export LEC_CHECK = 1
export CORE_UTILIZATION = 30
```

## constraint.sdc

```tcl
current_design fifo_sync

set clk_period 4.9
set clk_io_pct 0.2

create_clock -name clk0 -period $clk_period [get_ports {clk}]

set non_clock_inputs [all_inputs -no_clocks]
set_input_delay [expr $clk_period * $clk_io_pct] -clock clk0 $non_clock_inputs
set_output_delay [expr $clk_period * $clk_io_pct] -clock clk0 [all_outputs]
```

==> flow_metrics.tcl <==
# metrics dict for downstream scripts
set metrics [dict create \
    drive_gt1_frac 0.103 \
    die_h_um 269 \
    antenna_found_initial 2 \
    critPathMaxFanout 54 \
    clk_path_buf_depth 3 \
    postSynthCellCount 1339 \
    ff_type "edfxtp_1" \
    irDropWorstVdd_mv 0.298 \
    routabilityCongestion 0.844 \
    regArea_sq_mm 0.0165 \
    via_per_inst 5.17 \
    grt_pass1_vias 13100 \
    drt-total-wl_um 53600 \
    cts_tree "done" \
    path_class "reg2reg" \
    timing.critical_path.buf_inv 0 \
    placed_area_sq_mm 0.0233 \
    endpoint_kind "flop" \
    tightest_slew_ns 0.982 \
    numCtsBuffers 54 \
    skew_ns 0.0164 \
    path_delay_family "AND-OR/OR-AND gates" \
    synth-async-reset-ratio 0.0808 \
    period_needed_ns 3.38 \
    synth_cell_types 61 \
    drv_cap 0 \
    tns_ns 0 \
    cts_sinks 557 \
    logic_area_sq_mm 0.00457 \
    wire_per_inst_um 22.4 \
    place_hpwl_um 31800 \
    regToRegSetupSlack_ns 1.52 \
    grt_pass1_wl_um 81400 \
    worstPathArrival_ns 3.85 \
    ctsHoldBuffers 0 \
    worstPathRequired_ns 5.37 \
    portBuffers 69 \
    crit_slowest_cell "dfrtp_4" \
    ys_cells 1339 \
    power_mw 13.9 \
    setup_viol 0 \
    final_cell_mix "512 x edfxtp_1, 99 x o21ai_0, 68 x clkdlybuf4s50_1" \
    edf_count 512 \
    chipArea_sq_mm 0.0725 \
    nFillCells 6500 \
    vias 12400 \
    r2r_start "rd_ptr[3]$_DFFE_PN0P_" \
    grt_usage 0.157 \
    tool_warnings 31 \
    startpoint "rd_ptr[3]$_DFFE_PN0P_" \
    r2r_end "rd_data[20]$_DFFE_PN0P_" \
    crit_chain "or2_1 > a2111o_1 > nand2_2 > a221oi_1 > a31oi_1" \
    dp.cells 2292 \
    dr.pass1.iters 7 \
    die_x_um 269 \
    cp-start-kind "flop" \
    cts-resized-gates 0 \
    drt_iter0_drc 958 \
    synth_flops 557 \
    stdcell_area_sq_mm 0.0251 \
    finalCritPeriodShare 0.690 \
    grt_max_degree 67 \
    ys_area_sq_mm 0.0214 \
    rows 97 \
    avgSynthCellArea_sq_um 16.0 \
    clk_latency_ns 0.60 \
    slowest_delay_ns 0.83 \
    slew_violations 0 \
    hold_viol_final 0 \
    fmax_mhz 296 \
    fp_util 0.304 \
    rsz0062_at_grt "false" \
    ys_seq_frac 0.770 \
    clockRootBuffer "clkbuf_16" \
    instances_no_fill 2391 \
    leakagePower_nw 7.87 \
    clk_pin_slew_worst_paths_ns 0.06 \
    cts_htree_levels 2 \
    rr_worst_depth 5 \
    area_growth_pct 17.0 \
    lay_top_count "edfxtp_1" \
    ant_nets 0 \
    syn-cell-area_sq_mm 0.0214 \
    synth-warning-count 2 \
    relSlewSlack 0.344 \
    postCtsSetupBuffers 0 \
    core-area_sq_mm 0.0704 \
    grt-ovfl-total 0 \
    io_pins 70 \
    min_path_type "in2async" \
    power-per-cell-area_mw_per_mm2 553 \
    status "complete, no violations" \
    drc 0 \
]
## synthesized netlist by cell type, drive strengths merged, types with 23 or more instances
cell | count | area, sq um
edfxtp | 512 | 15400
o21ai | 116 | 581
nand2 | 67 | 254
a22oi | 56 | 420
buf | 50 | 253
a21oi | 49 | 245
clkbuf | 49 | 185
a221oi | 45 | 394
dfrtp | 45 | 1130
nor2 | 39 | 146
mux2i | 34 | 340
nand3 | 28 | 140
a222oi | 23 | 230
## metrics by stage
stage / setup slack (ns) / hold slack (ns) / utilization
after CTS: 1.48 / 0.322 / 0.356
after floorplan: 0.713 / 0.426 / -
after global routing: 1.30 / 0.365 / 0.356
after global placement: 1.26 / 0.474 / 0.332
after detailed placement: 1.19 / 0.475 / 0.332
final: 1.52 / 0.339 / 0.356
## logic make-up after synthesis
group	count (synthesis)	share of synthesized area
flops	557	0.770
mux	37	0.0175
fa+ha+maj	13	0.00794
compound gates	394	0.128
simple gates	217	0.0508
xor+xnor	6	0.00245
buf+inv	115	0.0232
## sequential cells by signal, indices dropped and copies added, names as in the netlist
name	count
mem	512
rd_data	32
rd_ptr	4
count	5
wr_ptr	4
## worst register-to-register path: cells and delay by family (launching register included)
family / cells / cell delay (ns)
flip-flops: 1 / 0.83
AND/OR/NAND/NOR: 2 / 1.09
AND-OR/OR-AND: 3 / 1.35
## per-layer routing
layer / track usage / up-vias / part of all wire
met5: 0.0125 / - / 0.0021
met4: 0.0308 / 4 / 0.022
met3: 0.105 / 83 / 0.14
met2: 0.237 / 696 / 0.47
met1: 0.192 / 6036 / 0.37
li1: - / 5535 / -
## where the power goes
part | switching (mW) | total (mW) | internal [mW]
registers | 0.312 | 5.91 | 5.60
clock network | 1.69 | 4.04 | 2.35
logic | 2.51 | 3.91 | 1.40
total | 4.51 | 13.9 | 9.35
## area by class of cell
| cell class | instances | share of cell area |
|---|---|---|
| Clock inverter | 22 | 0.00738 |
| Timing Repair Buffer | 112 | 0.0407 |
| Clock buffer | 76 | 0.0617 |
| Sequential cell | 557 | 0.658 |
| Tap cell | 940 | 0.0469 |
| Multi-Input combinational cell | 667 | 0.182 |
| Antenna cell | 1 | 0.0000998 |
| Inverter | 16 | 0.00240 |
## how the worst max path moves through the flow
stage | cells after the start | slack [ns] | end
after CTS | 6 | 1.48 | rd_data[8]$_DFFE_PN0P_
after global routing | 5 | 1.30 | rd_data[20]$_DFFE_PN0P_
final | 5 | 1.52 | rd_data[20]$_DFFE_PN0P_
Power and IR drop assume default switching activity.
